### design/flow/run.sh
#!/bin/bash
# OpenROAD 26Q1-2900-gdf79404cd8, Yosys 0.63+post, stock flow scripts
make -C /OpenROAD-flow-scripts/flow DESIGN_CONFIG=/design/flow/config.mk WORK_HOME=/design/flow/orfs finish
### design/flow/config.mk
export PLATFORM = sky130hd
export DESIGN_NAME = serial_receive
export DESIGN_NICKNAME = serial_receive
export VERILOG_FILES = /design/flow/design.v
export SDC_FILE = /design/flow/constraint.sdc
export NUM_CORES = 4
export LEC_CHECK = 1
export CORE_UTILIZATION = 50
### design/flow/constraint.sdc
current_design serial_receive

set clk_period 20.3
set clk_io_pct 0.2

create_clock -name clk0 -period $clk_period [get_ports {clk}]

set non_clock_inputs [all_inputs -no_clocks]
set_input_delay [expr $clk_period * $clk_io_pct] -clock clk0 $non_clock_inputs
set_output_delay [expr $clk_period * $clk_io_pct] -clock clk0 [all_outputs]
### design/flow/design.v
module async_receiver(clk, RxD, RxD_data_ready, RxD_data, RxD_endofpacket, RxD_idle);
input clk, RxD;
output RxD_data_ready;   
output [7:0] RxD_data;
parameter ClkFrequency = 32000000;  
parameter Baud = 115200;
output RxD_endofpacket;   
output RxD_idle;   
parameter Baud8 = Baud*8;
parameter Baud8GeneratorAccWidth = 16;
wire [Baud8GeneratorAccWidth:0] Baud8GeneratorInc = ((Baud8<<(Baud8GeneratorAccWidth-7))+(ClkFrequency>>8))/(ClkFrequency>>7);
reg [Baud8GeneratorAccWidth:0] Baud8GeneratorAcc;
always @(posedge clk) Baud8GeneratorAcc <= Baud8GeneratorAcc[Baud8GeneratorAccWidth-1:0] + Baud8GeneratorInc;
wire Baud8Tick = Baud8GeneratorAcc[Baud8GeneratorAccWidth];
reg [1:0] RxD_sync_inv;
always @(posedge clk) if(Baud8Tick) RxD_sync_inv <= {RxD_sync_inv[0], ~RxD};
reg [1:0] RxD_cnt_inv;
reg RxD_bit_inv;
always @(posedge clk)
if(Baud8Tick)
begin
	if( RxD_sync_inv[1] && RxD_cnt_inv!=2'b11) RxD_cnt_inv <= RxD_cnt_inv + 2'h1;
	else 
	if(~RxD_sync_inv[1] && RxD_cnt_inv!=2'b00) RxD_cnt_inv <= RxD_cnt_inv - 2'h1;
	if(RxD_cnt_inv==2'b00) RxD_bit_inv <= 1'b0;
	else
	if(RxD_cnt_inv==2'b11) RxD_bit_inv <= 1'b1;
end
reg [3:0] state = 4'b0000;
reg [3:0] bit_spacing;
wire next_bit = (bit_spacing==4'd10);
always @(posedge clk)
if(state==0)
	bit_spacing <= 4'b0000;
else
if(Baud8Tick)
	bit_spacing <= {bit_spacing[2:0] + 4'b0001} | {bit_spacing[3], 3'b000};
always @(posedge clk)
if(Baud8Tick)
case(state)
	4'b0000: if(RxD_bit_inv) state <= 4'b1000;   
	4'b1000: if(next_bit) state <= 4'b1001;   
	4'b1001: if(next_bit) state <= 4'b1010;   
	4'b1010: if(next_bit) state <= 4'b1011;   
	4'b1011: if(next_bit) state <= 4'b1100;   
	4'b1100: if(next_bit) state <= 4'b1101;   
	4'b1101: if(next_bit) state <= 4'b1110;   
	4'b1110: if(next_bit) state <= 4'b1111;   
	4'b1111: if(next_bit) state <= 4'b0001;   
	4'b0001: if(next_bit) state <= 4'b0000;   
	default: state <= 4'b0000;
endcase
reg [7:0] RxD_data;
always @(posedge clk)
if(Baud8Tick && next_bit && state[3]) RxD_data <= {~RxD_bit_inv, RxD_data[7:1]};
reg RxD_data_ready, RxD_data_error;
always @(posedge clk)
begin
	RxD_data_ready <= (Baud8Tick && next_bit && state==4'b0001 && ~RxD_bit_inv);   
	RxD_data_error <= (Baud8Tick && next_bit && state==4'b0001 &&  RxD_bit_inv);   
end
reg [4:0] gap_count;
always @(posedge clk) if (state!=0) gap_count<=5'h00; else if(Baud8Tick & ~gap_count[4]) gap_count <= gap_count + 5'h01;
assign RxD_idle = gap_count[4];
reg RxD_endofpacket; always @(posedge clk) RxD_endofpacket <= Baud8Tick & (gap_count==5'h0F);
endmodule
module serial_receive(clk, RxD, midstate, data2, reset, RxRDY, RxBUSY);
   input      clk;
   input      RxD;
	output 		RxBUSY;
   wire       RxD_data_ready;
   wire [7:0] RxD_data;
   async_receiver deserializer(.clk(clk), .RxD(RxD), .RxD_data_ready(RxD_data_ready), .RxD_data(RxD_data));
   output [255:0] midstate;
   output [95:0] data2;
	output RxRDY;
	reg [21:0] guard_cnt;
   input 	  reset;
   reg [511:0] input_buffer;
	reg [6:0] byte_cnt;
	assign RxRDY = byte_cnt[6];
	assign RxBUSY = (|byte_cnt[6:0]);
   assign midstate = input_buffer[511:256];
   assign data2 = input_buffer[95:0];
   always @(posedge clk)
	begin
		if(reset || RxRDY || (guard_cnt == 22'd0))
		begin
			byte_cnt <= 7'd0;
			guard_cnt <=22'd1;
		end
		else
			guard_cnt <= guard_cnt + 22'd1;
	    if(RxD_data_ready)
	      begin
				input_buffer <= input_buffer << 8;
				input_buffer[7:0] <= RxD_data;
				byte_cnt <= byte_cnt+1;
				guard_cnt <= 22'd1;
	      end
		else
			input_buffer <= input_buffer;
	end
endmodule  
module serial_transmit (clk, TxD, busy, send, word);
   wire TxD_start;
   wire TxD_busy;
   reg [7:0]  out_byte;
   reg        serial_start;
   reg [3:0]  mux_state = 4'b0000;
   assign TxD_start = serial_start;
   input      clk;
   output     TxD;
   input [31:0] word;
   input 	send;
   output busy;
   reg [31:0] 	word_copy;
	reg [31:0] delay_cnt;
   assign busy = (|mux_state);
   always @(posedge clk)
     begin
	if (!busy && send)
	  begin
	     mux_state <= 4'b1000;
	     word_copy <= word;
		  delay_cnt[31:0] <= 32'd100000;
	  end  
	else
	begin
		begin
			if (mux_state[3] && ~mux_state[0] && !TxD_busy)
			  begin
				  serial_start <= 1;
				  mux_state <= mux_state + 1;
				  out_byte <= word_copy[31:24];
				  word_copy <= (word_copy << 8);
			  end
			else if (mux_state[3] && mux_state[0])
			  begin
					serial_start <= 0;
					if (!TxD_busy) mux_state <= mux_state + 1;
			  end
			 end
		 end
	  end
   async_transmitter serializer(.clk(clk), .TxD(TxD), .TxD_start(TxD_start), .TxD_data(out_byte), .TxD_busy(TxD_busy));
endmodule  
==> deck_impl_summary.md <==
Flow Results at a Glance

Yosys
  – Post-synth regs: between 500 and 600
  – FFs w/ async S/R, synth: 0%
  – Post-Synth AOI/OAI Area: 0.8407%
  – Yosys cell count: ~1100
  – Mux share: 0.04770%
  – Yosys xor share: around 1.5%
  – Synth cell types: about 43
  – Main flop type: edfxtp_1
  – FA/HA/MAJ Cells, Area Fraction: less than 1%
  – Top comb family, area: buffers and inverters
  – Register area share after synthesis: approximately four fifths
  – Cells after synthesis: between 1000 and 1500
  – Number of enable flip-flop cells: between 500 and 600
  – Yosys warnings: 2
  – Simple share: 3.226%
  – Yosys stat area: between 0.02 and 0.025 mm2
  – Mapped Area: 0.02098 mm2
  – Post-Syn Area per Cell: between 15 and 20 um2

CTS
  – CTS tree: built
  – Worst-path clk slew: 0.06 ns
  – Post-CTS Hold Fix Bufs: 0
  – Sink Count: around 580
  – CTS resizes: 0
  – Clock Path Buffers: 3
  – Buffer count from post-CTS setup fixing: 0
  – TritonCTS Buffers: between 50 and 60
  – Root Buffer: clkbuf_16
  – Clock latency (worst-skew pair): 0.60 ns
  – Total number of H-tree levels: 2

Global route
  – First-pass GRT wire length: between 40 and 50 mm
  – Initial antenna violation count: 0
  – Gr usage total: ~15%
  – Vias in the first global route: roughly 8300
  – Largest net degree at the start of global routing: roughly 140
  – Total gr overflow: 0

Pwr
  – P_int: ~0.0019 W
  – Clock share of power: 44.2%
  – Seq pwr share: 55.2%
  – Power Dens Cells: between 90 and 100 mW/mm2
  – Comb pwr share: less than 1%
  – Switching share of power: 18.90%
  – Net Sw Power: ~0.00044 W
  – Worst VDD drop: approximately 0.000075 V
  – Leak: roughly 7.5 nW
  – Final total power: about 0.0023 W

Setup path
  – Crit path kind: flip-flop to output port
  – Critical Path End Type: output port
  – Critical path required time: 16.24 ns
  – Critical Path Fanout Max: 4
  – CP Launch Type: flip-flop
  – WP data arrival: between 1.5 and 2 ns

Routing
  – Residual DRC: 0
  – Total number of vias: roughly 8500
  – Pre-antenna DRT Iters: 28
  – Initial DRC count: 482
  – Final ANT Viol Nets: 0
  – Diodes inserted: 0
  – WL/cell: around 17 um
  – Post-Route WL: between 30 and 40 mm
  – Via-per-instance ratio: around 4.7

Die
  – Initial core utilization: around half
  – Die ar.: 0.04279 mm2
  – Die X: ~210 um
  – Top Ports: approximately 360
  – Num rows: around 74
  – Die height: approximately 210 um
  – Total core area: just over 0.04 mm2

Finish
  – Layout cells sized above 1: under 10%
  – P&R area growth vs syn: 16.75%

STA
  – Final setup violation count: 0
  – Setup Skew: 0.01454 ns
  – Cycle use final: 29.43%
  – Achievable clock frequency: 167.4 MHz
  – Worst slew pin tran: 0.8717 ns
  – Minimum clock period: 5.974 ns
  – Final Max Slew Viols: 0
  – Fin. Hold Viols: 0
  – Setup TNS: 0 ns
  – Unrepaired setup endpoints after global routing: no
  – Relative slew slack: around two fifths

Job
  – Tool Warnings: 31
  – Max-Cap Viols: 0

Placed design
  – # port buffers: 356
  – Hpwl dp: ~19 mm
  – GPL Wtd Cong: roughly 0.80

Hold path
  – HP Class: flip-flop to flip-flop

Outcome
  – Status: finished, final reports clean
[cells in the mapped netlist (3+ instances only)]
master,instances,area (um2)
nor2b_1,5,31.28
nand2_1,20,75.07
inv_1,18,67.56
xor2_1,10,87.58
a21oi_1,4,20.02
nor2_1,42,157.7
o21ai_0,7,35.03
nand3_1,8,40.04
ha_1,9,112.6
nor4_1,8,50.05
edfxtp_1,536,16100
buf_4,353,2650
xnor2_1,25,219.0
nor3_1,8,40.04
and2_1,8,50.05
nand4_1,3,18.77
a211oi_1,5,37.54
dfxtp_1,44,880.8
and3_1,6,37.54
[path summary, 6_finish.rpt]
path	slack, ns	end	from	depth (start not counted)
worst max-delay path	14.33	RxBUSY	byte_cnt[4]$_SDFFCE_PN0P_	3
worst max register to register	16.94	input_buffer[500]$_DFFE_PP_	deserializer.RxD_data_ready$_DFF_P_	3
worst min register to register	0.41	input_buffer[0]$_DFFE_PP_	deserializer.RxD_data[0]$_DFFE_PP_	0
worst min-delay path	0.41	input_buffer[0]$_DFFE_PP_	deserializer.RxD_data[0]$_DFFE_PP_	0
[through the flow]
step	setup slack, ns	utilization, %	hold WS [ns]	instances	instance area, um2
2_1_floorplan	6.167	-	0.3897	1148	20980
3_3_place_gp	14.63	55.05	0.4006	1689	22630
4_1_cts	14.26	59.60	0.4156	1797	24500
5_1_grt	14.21	59.60	0.4214	1797	24500
3_5_place_dp	14.54	55.05	0.4045	1689	22630
6_report	14.33	59.60	0.4129	1797	24500
[layout by cell type, fill, tap and decap left out, types with 11 or more instances in the layout]
master,n
clkbuf_1,11
clkbuf_16,58
clkdlybuf4s50_1,356
clkinv_1,13
dfxtp_1,43
edfxtp_1,536
inv_1,18
nand2_1,20
nor2_1,42
xnor2_1,25
[registers in the layout, indices dropped and copies added (netlist names), 2 cells and up]
name and count:
deserializer.RxD_sync_inv 2, deserializer.bit_spacing 4, deserializer.Baud8GeneratorAcc 17, input_buffer 512
deserializer.state 4, guard_cnt 22, byte_cnt 7, deserializer.RxD_data 8
deserializer.RxD_cnt_inv 2
[power groups by stage]
stage         combinational (W)  sequential [W]  clock (W)
finish                0.0000122         0.00129    0.00103
global route          0.0000140         0.00129    0.00112
CTS                   0.0000124         0.00129    0.00107
[worst max-delay path, cell delays in order, from the launching register on]
cell	delay, ns
edfxtp_1	0.43
nor4_1	0.34
nand3b_1	0.11
clkdlybuf4s50_1	0.45
[area by class of cell]
class | instances | area, um2
Sequential cell | 580 | 16980
Fill cell | 2919 | 16610
Timing Repair Buffer | 364 | 3636
Clock buffer | 69 | 1493
Multi-Input combinational cell | 195 | 1282
Tap cell | 532 | 665.6
Clock inverter | 39 | 375.4
Inverter | 18 | 67.56
[layer usage]
metal  track usage [%]  vias up  part of all wire [%]
met1             26.26     4121                    42
li1                  -     3944                     -
met3             8.931       54                    14
met2             19.62      384                    42
met5                 0        -                     0
met4             3.650        0                   2.2
[logic make-up (layout without fill, tap and decap cells)]
family | after synthesis | in the layout
AOI/OAI and AO/OA | 26 | 26
xor gates and xnor gates | 35 | 35
adders and majority gates | 9 | 9
buffers and inverters | 373 | 490
DFF | 580 | 580
muxes | 1 | 1
and+or+nand+nor | 124 | 124
Power and IR drop assume default switching activity.
