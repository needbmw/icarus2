==> design.v <==
module ava_tx(
	input clk,
	input start,
	input global_reset,
	input [575:0] data,
	input [7:0] pll0,
	input [7:0] pll1,
	input [7:0] mode,
	output reg busy,
	output reg tx_p0,
	output reg tx_m0,
	output reg tx_p1,
	output reg tx_m1
    );
	parameter N9 = 32'd0;
	parameter N8 = 32'd214748465;
	parameter N7 = 32'd429496729;
	parameter N6 = 32'd644245094;
	parameter N5 = 32'd858993459;
	parameter N4 = 32'd1073741824;
	parameter N3 = 32'd1288490188;
	parameter N2 = 32'd1503238553;
	parameter N1 = 32'd1717986918;
	parameter N0 = 32'd1932735283;
	parameter N19 = 32'd2147483648;
	parameter N18 = 32'd2362232012;
	parameter N17 = 32'd2576980377;
	parameter N16 = 32'd2791728742;
	parameter N15 = 32'd3006477107;
	parameter N14 = 32'd3221225472;
	parameter N13 = 32'd3435973836;
	parameter N12 = 32'd3650722201;
	parameter N11 = 32'd3865470566;
	parameter N10 = 32'd4080218931;
	reg[607:0] tx_data;
	reg[319:0] tx_nonce0;
	reg[319:0] tx_nonce1;
	reg [4:0] baud_cnt;
	reg [9:0] bit_cnt;
	reg reset_cycle;
	always @(posedge clk)
	begin
		if(global_reset)
		begin
			tx_p0 <= 1;
			tx_m0 <= 1;
			tx_p1 <= 1;
			tx_m1 <= 1;
			baud_cnt <= 0;
			bit_cnt <= 0;
			busy <= 0;
		end
		if(start && !busy)
		begin
			tx_data[607:0] <=  { data[575:0] , pll1[7:0], pll0[7:0], 8'd0, mode[7:0] };
			tx_nonce0[319:0] <= { N9, N8, N7, N6, N5, N4, N3, N2, N1, N0 };
			tx_nonce1[319:0] <= { N19, N18, N17, N16, N15, N14, N13, N12, N11, N10 };
			busy <= 1;
			bit_cnt <= 10'd0;
			reset_cycle <= 1;
			baud_cnt <= 5'd1;
		end
		if(busy)
		begin
			baud_cnt <= baud_cnt + 7'd1;
			if(reset_cycle)
			begin
				tx_p0 <= 1'b0;
				tx_m0 <= 1'b0;
				tx_p1 <= 1'b0;
				tx_m1 <= 1'b0;
				if(baud_cnt == 5'b0)
					reset_cycle <= 0;
			end
			else
			begin
				if(baud_cnt == 5'd0)
				begin
					if(bit_cnt == 10'd927)
							busy <= 0;
					else
						bit_cnt <= bit_cnt + 8'd1;
						if(bit_cnt < 10'd608)
						begin
							tx_data[606:0] <= tx_data[607:1];  
						end
						else
						begin
							tx_nonce0 <= (tx_nonce0 >> 1);
							tx_nonce1 <= (tx_nonce1 >> 1);
						end
				end
				else
					begin
					if(!(baud_cnt[4:0] & 5'b10000))  
					begin
						tx_p0 <= 1'b0;
						tx_m0 <= 1'b0;
						tx_p1 <= 1'b0;
						tx_m1 <= 1'b0;
					end
					else  
					begin
						if(bit_cnt < 10'd608)
						begin
							if(tx_data[0])
							begin
								tx_p0 <= 1'b1;
								tx_m0 <= 1'b0;
								tx_p1 <= 1'b1;
								tx_m1 <= 1'b0;
							end
							else
							begin
								tx_p0 <= 1'b0;
								tx_m0 <= 1'b1;
								tx_p1 <= 1'b0;
								tx_m1 <= 1'b1;
							end
						end
						else
						begin
							if(tx_nonce0[0])
							begin
								tx_p0 <= 1'b1;
								tx_m0 <= 1'b0;
							end
							else
							begin
								tx_p0 <= 1'b0;
								tx_m0 <= 1'b1;
							end
							if(tx_nonce1[0])
							begin
								tx_p1 <= 1'b1;
								tx_m1 <= 1'b0;
							end
							else
							begin
								tx_p1 <= 1'b0;
								tx_m1 <= 1'b1;
							end
						end
					end
					end
			end
		end
		else
		begin
			tx_p0 <= 1'b1;
			tx_m0 <= 1'b1;
			tx_p1 <= 1'b1;
			tx_m1 <= 1'b1;
		end
	end
endmodule
==> run.sh <==
#!/bin/bash
# OpenROAD 26Q1-2900-gdf79404cd8, Yosys 0.63+post, stock flow scripts
make -C /OpenROAD-flow-scripts/flow DESIGN_CONFIG=/design/flow/config.mk WORK_HOME=/design/flow/orfs finish
==> config.mk <==
export PLATFORM = sky130hd
export DESIGN_NAME = ava_tx
export DESIGN_NICKNAME = ava_tx
export VERILOG_FILES = /design/flow/design.v
export SDC_FILE = /design/flow/constraint.sdc
export NUM_CORES = 4
export LEC_CHECK = 1
export CORE_UTILIZATION = 30
==> constraint.sdc <==
current_design ava_tx

set clk_period 82.7
set clk_io_pct 0.2

create_clock -name clk0 -period $clk_period [get_ports {clk}]

set non_clock_inputs [all_inputs -no_clocks]
set_input_delay [expr $clk_period * $clk_io_pct] -clock clk0 $non_clock_inputs
set_output_delay [expr $clk_period * $clk_io_pct] -clock clk0 [all_outputs]
==> impl_results.rst <==
Synthesis and place-and-route
=============================

.. list-table::
   :header-rows: 1

   * - Metric
     - Value
   * - Outcome
     - finished, final reports clean
   * - Path category of the worst min-delay check
     - reg2reg
   * - Setup fix buffers added after clock tree synthesis
     - 0
   * - Area fraction in and, or, nand and nor cells
     - 0.163
   * - Fraction of the yosys area taken by sequential cells
     - 0.578
   * - Share of the synthesized area in the top cell type
     - 0.574
   * - Number of logged tool warnings
     - 42
   * - Final-layout fill cell count
     - 14100
   * - Cell accounting for the most synthesized area
     - dfxtp_1
   * - Wire length of the first global-routing pass
     - 178000 µm
   * - Endpoint type of the worst setup path
     - flop
   * - Leading cell type in the layout, fill and taps excluded
     - dfxtp_1
   * - Worst-Margin Slew
     - 1.10 ns
   * - Max Freq
     - 0.0493 GHz
   * - Total number of placement rows
     - 140
   * - Number of global-route vias before repair
     - 32600
   * - Max-capacitance violation count
     - 0
   * - Complex Gates by Area
     - 0.218
   * - Kind of critical path
     - in2reg
   * - Clock buffer count from CTS
     - 136
   * - Max-slew violation count
     - 0
   * - R2R depth
     - 11
   * - Final hold violation count
     - 0
   * - Most frequently placed logic cells in the final layout
     - dfxtp_1 (1263), nand2_1 (1220), nor2_1 (616), clkdlybuf4s50_1 (607), a31oi_1 (602)
   * - Number of DRC violations after detailed routing
     - 0
   * - Final Wtd Congestion
     - 0.922
   * - Fraction of synthesized area in multiplexers
     - 0
   * - Number of search-and-repair iterations in the first detailed-routing pass
     - 6
   * - Chip area
     - 148000 µm²
   * - Total length of routed wires
     - 114000 µm
   * - Biggest area cells
     - dfxtp_1 (57%), nand2_1 (10%), a31oi_1 (8.6%), a22o_1 (7.5%), nor2_1 (5.3%)
   * - Largest driver fanout on the critical path
     - 145
   * - CTS Hold Buffers Added
     - 0
   * - CP Data Required Time
     - 83.35 ns
   * - Number of levels in the clock H-tree
     - 4
   * - Synth Instances
     - 4854
   * - Post-synth tally of flip-flops with integrated enable
     - 6
   * - Synth Register Bits
     - 1269
   * - Core area
     - 146000 µm²
   * - CTS clock-pin slew for the worst setup and hold paths
     - 0.06 ns
   * - Worst setup path startpoint
     - start
   * - Average via count per standard cell
     - 4.85
   * - Largest family of logic cells by area
     - AND-OR/OR-AND gates
   * - Leakage
     - 22.2 nW
   * - Synthesis area per yosys
     - 44000 µm²
   * - Instance count along the most critical hold path
     - 2
   * - Slowest-stage cell, CP
     - buf_4
   * - Latency at later pin
     - 0.75 ns
   * - Final clock period utilization by the worst path
     - 0.245
   * - Width of the chip
     - 385 µm
   * - Distinct lib cells
     - 43
   * - Antenna-violating nets left
     - 0
   * - Resized cells post-CTS
     - 0
   * - Xor+xnor area frac
     - 0.000994
   * - CTS root buf
     - clkbuf_16
   * - Most prevalent standard cell on the critical path
     - buf_4
   * - Core Util at FP
     - 0.302
   * - TritonCTS clock tree
     - built
   * - Layout cell share with drive strength beyond 1
     - 0.0523
   * - Flop2flop setup slack
     - 77.56 ns
   * - Cell area after synthesis
     - 44000 µm²
   * - Number of clock sinks
     - 1269
   * - Post-DR wirelength/cell
     - 15.6 µm
   * - HPWL after detailed placement
     - 73000 µm
   * - I/O Pins
     - 608
   * - Worst Path Buf+Inv
     - 6
   * - Adder Area Share
     - 0.000852
   * - Power density over the cells
     - 28.9 nW/µm²
   * - Mean area per synthesized cell
     - 9.07 µm²
   * - Unrepaired setup endpoints after global routing
     - no
   * - Worst r2r src
     - baud_cnt[0]$_DFFE_PP_
   * - Setup TNS after final layout
     - 0 ns
   * - GRT Total Usage
     - 0.153
   * - Worst clock skew
     - 0.0358 ns
   * - # port buffers
     - 607
   * - Launch instance of the worst min-delay path
     - tx_data[9]$_DFF_P_
   * - Ys cells
     - 4854
   * - Placement-stage cell area
     - 51300 µm²
   * - Total setup violations reported at the end of the flow
     - 0
   * - Worst-case setup slack after placement
     - 61.72 ns
   * - Critical Path, Cell by Cell
     - clkdlybuf4s50_1 -> nand2_4 -> inv_8 -> buf_4 -> buf_12 -> buf_4 -> buf_4 -> nand2_1 -> a31oi_1
   * - Hold Crit Endpoint
     - tx_data[8]$_DFF_P_
   * - Height of the chip
     - 385 µm
   * - Kind of cell with the highest combined delay on the critical path
     - buffers and inverters
   * - Worst-case headroom to the max-slew limit
     - 0.263
   * - Maximum buffer depth of the clock tree
     - 3
   * - Reg2Reg Capture Point
     - tx_data[75]$_DFF_P_
   * - Worst-case setup margin in the final layout
     - 62.43 ns
   * - Startpoint type of the worst setup path
     - primary input
   * - Fin area
     - 56100 µm²
   * - Max stage delay on crit path
     - 0.71 ns
   * - Async set or reset register ratio after synthesis
     - 0
   * - Area growth syn-to-layout
     - 27.3%
   * - Number of design-rule violations left by the first detailed-router iteration
     - 2522
   * - Flip-flop cell with the highest count after synthesis
     - dfxtp_1
   * - CP arrival
     - 20.91 ns
   * - Via count
     - 35300
   * - Max VDD drop
     - 15.8 µV
   * - Overflow after GRT
     - 0
   * - Largest net degree at the start of global routing
     - 160
   * - Initial antenna violation count
     - 46
   * - Fin crit period
     - 20.27 ns
   * - Synth warnings
     - 1
   * - Worst hold slack
     - 0.443 ns
state kept, by name, summed over array words and instances, names as in the netlist:
name / flops
bit_cnt: 10
tx_p1: 1
tx_m0: 1
baud_cnt: 5
tx_p0: 1
tx_m1: 1
tx_nonce1: 320
busy: 1
reset_cycle: 1
tx_nonce0: 320
tx_data: 608
report_power, final:
group | switching, mW | internal, mW
Sequential | 0.0614 | 0.728
Combinational | 0.106 | 0.0992
Clock | 0.257 | 0.369
Total | 0.424 | 1.20
cells in the mapped netlist, types with 2 or more instances:
master and instances:
inv_1 5, and3_1 4, a221o_1 2, o21ai_0 8, o211ai_1 6, a31o_2 4
a31oi_1 602, edfxtp_1 6, nand2b_1 2, xnor2_1 2, nand3b_1 2, a21oi_1 3
or3_1 4, nand2_1 1222, buf_2 113, nand4_1 4, buf_1 3, nor2_1 617
xor2_1 3, a22o_1 379, a211oi_1 5, dfxtp_1 1263, o22a_1 259, nor3_1 2
clkbuf_1 297, ha_1 3, nand3_1 16, o31ai_1 3
final cells by class:
type	count	area, µm²	share of cell area
Sequential cell	1269	25500	0.454
Multi-Input combinational cell	3166	16900	0.302
Timing Repair Buffer	656	6510	0.116
Clock buffer	182	3850	0.0687
Tap cell	1917	2400	0.0428
Clock inverter	57	843	0.0150
Antenna cell	22	55.1	0.000982
Inverter	6	30.0	0.000536
per-stage QoR:
stage	util	total power, mW	cells
floorplan	-	0.930	4854
global placement	0.352	1.00	7014
detailed placement	0.352	1.01	7014
CTS	0.384	1.64	7253
global route	0.385	1.71	7272
finish	0.385	1.62	7275
tightest hold or removal path, stage by stage (launching register included):
cell,delay (ns)
dfxtp_1,0.30
nand2_1,0.05
nand2_1,0.04
layer usage:
| layer | vias up | global-route usage | part of all wire |
|---|---|---|---|
| met5 | - | 0 | 0.0029 |
| met4 | 46 | 0.0463 | 0.028 |
| met3 | 241 | 0.0490 | 0.077 |
| met1 | 16400 | 0.218 | 0.45 |
| met2 | 821 | 0.227 | 0.45 |
| li1 | 17800 | - | - |
how the worst max path moves through the flow:
stage / to / slack, ns / depth (start not counted)
5_1_grt: tx_data[127]$_DFF_P_ / 62.15 / 9
4_1_cts: tx_data[50]$_DFF_P_ / 62.52 / 9
6_report: tx_data[42]$_DFF_P_ / 62.43 / 9
kinds of logic after synthesis:
logic type / Yosys count
buffers and inverters: 419
AOI/OAI and AO/OA: 1275
adders and majority gates: 3
DFF: 1269
and+or+nand+nor: 1883
xor gates and xnor gates: 5
Power is estimated from default activity; no workload was simulated.
