### design/flow/design.v
module HexDisplayV1(sys_clk, value_in, BCD_enable, Display_Enable, sevenSegLED_out, sevenSegPos_out);
       input sys_clk;                            
       input [15:0] value_in;      
       input BCD_enable;                  
       input Display_Enable;    
       output [6:0] sevenSegLED_out;      
       output [3:0] sevenSegPos_out;      
       parameter CLKBIT = 16;   
       reg [CLKBIT:0] clk_div = 0;
       always @(posedge sys_clk) begin
              clk_div <= clk_div + 1;    
       end 
       wire [1:0] digit_select;  
       assign digit_select = clk_div[CLKBIT:CLKBIT-1];  
       wire [15:0] BCD_out;
       Hex2BCD MyHex2BCD(sys_clk, value_in, BCD_out, busy);
       wire[15:0] value_used;
       assign value_used = BCD_enable ? BCD_out : value_in;
       wire [3:0] tmp_value;      
       assign tmp_value = (digit_select ==  2'b00 ) ? value_used[3:0]:
                                                 (digit_select ==  2'b01 ) ? value_used[7:4]:
                                                 (digit_select ==  2'b10 ) ? value_used[11:8]:
                                                 (digit_select ==  2'b11 ) ? value_used[15:12]:
                                                 4'b1111;
       EnableDigit MyEnableDigit( digit_select, sevenSegPos_out );
       DisplayDigit MyDisplayDigit( tmp_value, Display_Enable, sevenSegLED_out ); 
endmodule
module DisplayDigit( valueIn, Display_Enable, sevenSegOut);
       input [3:0] valueIn;  
       input Display_Enable;  
       output [6:0] sevenSegOut;  
       assign sevenSegOut =  ((valueIn == 4'b0000)& Display_Enable) ? 7'b1000000:    
                                                       ((valueIn == 4'b0001)& Display_Enable) ? 7'b1111001:    
                                                       ((valueIn == 4'b0010)& Display_Enable) ? 7'b0100100:    
                                                       ((valueIn == 4'b0011)& Display_Enable) ? 7'b0110000:    
                                                       ((valueIn == 4'b0100)& Display_Enable) ? 7'b0011001:    
                                                       ((valueIn == 4'b0101)& Display_Enable) ? 7'b0010010:    
                                                       ((valueIn == 4'b0110)& Display_Enable) ? 7'b0000010:    
                                                       ((valueIn == 4'b0111)& Display_Enable) ? 7'b1111000:    
                                                       ((valueIn == 4'b1000)& Display_Enable) ? 7'b0000000:    
                                                       ((valueIn == 4'b1001)& Display_Enable) ? 7'b0010000:    
                                                       ((valueIn == 4'b1010)& Display_Enable) ? 7'b0001000:    
                                                       ((valueIn == 4'b1011)& Display_Enable) ? 7'b0000011:    
                                                       ((valueIn == 4'b1100)& Display_Enable) ? 7'b1000110:    
                                                       ((valueIn == 4'b1101)& Display_Enable) ? 7'b0100001:    
                                                       ((valueIn == 4'b1110)& Display_Enable) ? 7'b0000110:    
                                                       ((valueIn == 4'b1111)& Display_Enable) ? 7'b0001110:    
                                                        7'b1111111;    
endmodule
module EnableDigit( digitSelectIn, digSelectOut);
       input [1:0] digitSelectIn;  
       output [3:0] digSelectOut;  
       assign digSelectOut = (digitSelectIn == 2'b00) ? ~4'b1110:    
                                                        (digitSelectIn == 2'b01) ? ~4'b1101:    
                                                        (digitSelectIn == 2'b10) ? ~4'b1011:    
                                                        (digitSelectIn == 2'b11) ? ~4'b0111:    
                                                        4'b0000;    
endmodule
module Hex2BCD(sys_clk, HexIn, BCD_out, busy);
        input [15:0] HexIn;     
    input sys_clk;
    output reg [15:0] BCD_out = 0;
        output reg busy = 0;
       reg [3:0] digit0, digit1, digit2, digit3;
       wire carry0, carry1, carry2;
       reg [4:0] counter =0;
       assign carry0=(digit0>4);
       assign carry1=(digit1>4);
       assign carry2=(digit2>4);
       always @(posedge sys_clk) begin
              if (counter==0) begin
                     digit0<=0;
                     digit1<=0;
                     digit2<=0;
                     digit3<=0;
                     busy <= 1'b1;
                     counter <= counter + 1;
              end
              else if (counter<17) begin
                if (carry0)
                           digit0<={digit0-5,HexIn[16-counter]};
                else
                           digit0<={digit0[2:0],HexIn[16-counter]};
                if (carry1)
                           digit1<={digit1-5,carry0};
                else
                           digit1<={digit1[2:0],carry0};
                if (carry2)
                           digit2<={digit2-5,carry1};
                else
                           digit2<={digit2[2:0],carry1};
                digit3<={digit3[2:0],carry2};
                counter <= counter + 1;
              end 
              else if (counter == 17 ) begin
                     if( HexIn < 10000 )  
                           BCD_out <= {digit3,digit2,digit1,digit0};  
                     else
                           BCD_out <= 16'h9999;  
                     busy <= 1'b0;
                           counter <= 0;
              end
       end
endmodule
### design/flow/run.sh
#!/bin/bash
# OpenROAD 26Q1-2900-gdf79404cd8, Yosys 0.63+post, stock flow scripts
make -C /OpenROAD-flow-scripts/flow DESIGN_CONFIG=/design/flow/config.mk WORK_HOME=/design/flow/orfs finish
### design/flow/config.mk
export PLATFORM = sky130hd
export DESIGN_NAME = HexDisplayV1
export DESIGN_NICKNAME = HexDisplayV1
export VERILOG_FILES = /design/flow/design.v
export SDC_FILE = /design/flow/constraint.sdc
export NUM_CORES = 4
export LEC_CHECK = 1
export CORE_UTILIZATION = 40
### design/flow/constraint.sdc
current_design HexDisplayV1

set clk_period 4.6
set clk_io_pct 0.2

create_clock -name clk0 -period $clk_period [get_ports {sys_clk}]

set non_clock_inputs [all_inputs -no_clocks]
set_input_delay [expr $clk_period * $clk_io_pct] -clock clk0 $non_clock_inputs
set_output_delay [expr $clk_period * $clk_io_pct] -clock clk0 [all_outputs]
==> flow_summary_export.csv <==
group,metric,value,unit
layout,lay_top_count,"dfxtp_1",
synthesis,edf_count,21,
layout,drive_gt1_share,10.73,%
setup_path,cpLargestDelayFamily,"buffers and inverters",
synthesis,ys_seq_share,43.75,%
place,port_buffers,29,
setup_path,r2r_end,"MyHex2BCD.counter[0]",
detailed_routing,via_per_inst,5.017,
synthesis,topCombFamilyByArea,"simple AND/OR/NAND/NOR gates",
setup_path,rr_worst_depth,6,
sta,slew_headroom,50.37,%
sta,hold_violations,0,
min_path,min_to,"clk_div[0]",
synthesis,aoi_share,9.792,%
synthesis,mux_share,13.06,%
synthesis,synth_area_per_cell,10.32,um2
setup_path,regToRegStartpoint,"MyHex2BCD.counter[0]",
die,ios,30,
layout,combGateArea,1530,um2
clocking,path_clk_slew,80,ps
clocking,cts_tree,"built",
layout,final_cell_mix,"dfxtp_1 (33), clkdlybuf4s50_1 (29), nand2_1 (26), a21oi_1 (22), edfxtp_1 (21)",
sta,setup_tns,0,ps
detailed_routing,drt_first_pass_iters,4,
global_routing,grt_antenna_before_repair,0,
clocking,cts_hold_buf,0,
synthesis,ys_chip_area,2952,um2
setup_path,crit_buf_inv,3,
setup_path,cp.arrival,3360,ps
synthesis,netlist_area,2952,um2
setup_path,critPathMaxFanout,8,
pwr,leakage,1.211,nW
layout,num-fill-cells,652,
global_routing,grt_max_degree,21,
pwr,totalPowerFinal,0.8651,mW
synthesis,synth-simple-area-share,16.36,%
global_routing,track_usage,15.98,%
die,fp_util,42.50,%
setup_path,worstPathRequired,3680,ps
synthesis,synth_cells,286,
synthesis,ys_sh_xor,7.376,%
clocking,root_buffer,"clkbuf_8",
place,gp_congestion,0.8727,
synthesis,yosys_warnings,3,
synthesis,synth_flops,54,
synthesis,synth-adder-area-share,5.045,%
clocking,post_cts_buffers,0,
global_routing,grt_pass1_vias,1912,
clocking,cts-resized-gates,0,
sta,setup_viol,0,
detailed_routing,ant_nets,0,
clocking,cts_max_path_buffers,2,
die,die_height,87.90,um
detailed_routing,diodes,0,
synthesis,yosys_cells,286,
synthesis,yosys_most_used_dff,"dfxtp_1",
sta,worst_pin_slew,744.5,ps
status,status,"finished clean",
detailed_routing,wl_per_cell,13.15,um
sta,drv_slew,0,
sta,finalCritPeriodShare,93.01,%
sta,max_freq,233.7,MHz
setup_path,cpMostUsedCell,"clkdlybuf4s50_1",
setup_path,criticalPathCategory,"in2out",
detailed_routing,drt_iter0_markers,64,
clocking,cts_inserted_buffers,5,
setup_path,end_kind,"output port",
layout,areaGrowthSynthToFinish,17.13,%
sta,skew,12.19,ps
global_routing,grt_pass1_wl,9328,um
detailed_routing,route.detailed.drc,0,
job,cap_violations,0,
die,core,6944,um2
sta,rsz0062_at_grt,"false",
detailed_routing,wirelength,5431,um
place,hpwl,4048,um
clocking,clk-insertion-delay-late,300,ps
pwr,power.density,250.2,nW/um2
setup_path,cp-start-kind,"input pin",
job,tool_warnings,30,
setup_path,cp_slowest_stage_delay,530,ps
setup_path,ff2ff_setup_slack,1930,ps
setup_path,path_depth,7,
die,die-area,7726,um2
global_routing,overflow,0,
synthesis,synth.distinct_cells,46,
setup_path,path_cells,"clkdlybuf4s50_1, buf_4, mux4_2, mux2_4, maj3_2, o211ai_2, clkdlybuf4s50_1",
die,die_width,87.90,um
clocking,h-tree-depth,2,
min_path,hold_path_class,"reg2reg",
sta,whs,437.3,ps
sta,period_minus_slack,4278,ps
min_path,worst_hold_path.num_cells,1,
die,rows,30,
detailed_routing,dr_total_vias,2072,
place,dp_cells,405,
pwr,ir_worst_vdd,0.0001566,V
layout,seq_area,1291,um2
min_path,hp-start,"clk_div[0]",
setup_path,crit_slowest_cell,"mux4_2",
clocking,cts_sinks,54,
synthesis,async_reset_ff_share,0,%
layout,finalNonFillerCells,413,
sequential cells by signal, summed over array words and instances (netlist names):
signal / flops
MyHex2BCD.BCD_out: 16
MyHex2BCD.counter: 5
MyHex2BCD.digit0: 4
MyHex2BCD.digit1: 4
MyHex2BCD.digit2: 4
MyHex2BCD.digit3: 4
clk_div: 17
worst max path at each step:
stage	start	slack, ps	end
after global routing	BCD_enable	160	sevenSegLED_out[6]
after CTS	BCD_enable	300	sevenSegLED_out[6]
final	BCD_enable	320	sevenSegLED_out[5]
kinds of logic (layout without fill, tap and decap cells):
family | after synthesis | count (layout)
AND/OR/NAND/NOR | 98 | 98
flip-flops | 54 | 54
AND-OR/OR-AND | 48 | 48
buffers and inverters | 30 | 61
XOR/XNOR | 24 | 24
multiplexers | 20 | 20
adder cells (fa/ha/maj) | 12 | 12
cell type report:
class	count	share of cell area, %
Sequential cell	54	37.35
Tap cell	96	3.474
Multi-Input combinational cell	202	44.26
Timing Repair Buffer	35	9.700
Clock buffer	8	3.221
Inverter	18	1.991
cell usage after synthesis (2+ instances only):
cell type	count	share of area, %
o211ai_1	2	0.51
and3_1	3	0.64
nand2_1	26	3.3
and2_1	13	2.8
edfxtp_1	21	21
nand3_1	15	2.5
nor2_1	20	2.5
nor3_1	2	0.34
o221ai_1	2	0.59
buf_2	5	0.85
dfxtp_1	33	22
clkbuf_1	4	0.51
xnor2_1	20	5.9
nand4_1	4	0.85
a21oi_1	22	3.7
inv_1	17	2.2
nor4_1	2	0.42
ha_1	11	4.7
xor2_1	3	0.89
o21ai_1	2	0.34
mux4_2	11	8.4
mux2i_1	3	1.0
nand2b_1	6	1.3
o21ai_0	8	1.4
o21bai_1	3	0.76
buf_6	2	0.76
nor2b_1	2	0.42
mux2_4	2	1.0
a211oi_1	4	1.0
mux4_1	2	1.8
through the flow:
stage               utilization [%]  cell area [um2]  setup WS [ps]
floorplan                         -             2952           1394
global placement              48.18             3346          325.3
detailed placement            48.18             3346          320.4
CTS                           49.78             3457          304.8
global route                  49.78             3457          159.2
finish                        49.78             3457          321.6
per-layer routing:
layer | track usage (%) | part of all wire (%) | up-vias
li1 | - | - | 1071
met2 | 22.97 | 42 | 53
met3 | 3.817 | 6.8 | 2
met1 | 26.85 | 51 | 946
met4 | 1.341 | 0.59 | 0
met5 | 0 | 0 | -
where the power goes:
part	switching, mW	internal, mW
Clock	0.146	0.156
Combinational	0.0266	0.0434
Sequential	0	0.493
No activity file was given, so power comes from the tool's default toggle rates.
